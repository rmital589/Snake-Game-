`flow/design.v`:
```
module Game_Engine(
input sec_counter,
input start,
input pause,
input esc,
input Keypressed, 
input [1:0] direction,
output pixel_out,
output [9:0] headX,
output [9:0] headY,
output [9:0] tailX,
output [9:0] tailY,
output [9:0] X,
output [9:0] Y,
output orientation1
);
wire clk_25MHz;
reg [9:0] headX1,headY1,tailX1,tailY1;
reg orientation;
reg [24:0] counter;
initial 
begin
counter<=0; 
headX1 <= 40;
headY1 <= 5;
tailX1 <= 0;
tailY1 <= 5;
orientation <=0;
end 
always @(posedge sec_counter)  
begin 
	if(start && ~pause && headX1>0 && headX1<640 && headY1>0 && headY1<480)
	begin
	if(Keypressed)
	begin
		case(direction)
			2'b00: begin  
					if(headY1 == tailY1)
					begin
						if(headX1 > tailX1)
						begin
							headX1 <= headX1 - 10;		
							headY1 <= headY1 - 30;
							tailX1 <= tailX1 + 30;
							tailY1 <= tailY1 + 10;
							orientation <= 1;
						end
						else
						begin
							headX1 <= headX1;		
							headY1 <= headY1 - 30;
							tailX1 <= tailX1 - 40;
							tailY1 <= tailY1 + 10;
							orientation <= 1;
						end
			         end
			         else if(headX1 == tailX1)
			         begin
			             if(headY1 > tailY1)
                                 begin
                                 headX1<=headX1;
                                 headY1<=headY1+5;
                                 tailX1<=tailX1;
                                 tailY1<=tailY1+5;
                                 end
                                 else
                                 begin
                                 headX1<=headX1;
                                 headY1<=headY1-5;
                                 tailX1<=tailX1;
                                 tailY1<=tailY1-5;
                                 end
			         end
				end
			2'b10: begin  
					if(headY1 == tailY1)
					begin
						if(headX1>tailX1)
						begin
							headX1 <= headX1 - 10;		
							headY1 <= headY1 + 40;
							tailX1 <= tailX1 + 30;
							tailY1 <= tailY1;
							orientation <= 1;
						end
						else
						begin
							headX1 <= headX1;		
							headY1 <= headY1 + 40;
							tailX1 <= tailX1 - 40;
							tailY1 <= tailY1;
							orientation <= 1;
						end
			            end
			            else if(headX1 == tailX1)
                        begin
                        if(headY1 > tailY1)
                        begin
                        headX1<=headX1;
                        headY1<=headY1+5;
                        tailX1<=tailX1;
                        tailY1<=tailY1+5;
                        end
                        else
                        begin
                        headX1<=headX1;
                        headY1<=headY1-5;
                        tailX1<=tailX1;
                        tailY1<=tailY1-5;
                        end
                        end
			       end
			2'b11: begin  
					if(headX1 == tailX1)
					begin
						if(headY1<tailY1)
						begin
							headX1 <= headX1 - 30;		
							headY1 <= headY1;
							tailX1 <= tailX1 + 10;
							tailY1 <= tailY1 - 40;
							orientation <= 0;
						end
						else
						begin
							headX1 <= headX1 - 30;		
							headY1 <= headY1 - 10;
							tailX1 <= tailX1 + 10;
							tailY1 <= tailY1 + 30;
							orientation <= 0;
						end
			                end
			                else if(headY1 == tailY1)
			                begin
			                if(headX1 > tailX1)
                            begin
                            headX1<=headX1+5;
                            headY1<=headY1;
                            tailX1<=tailX1+5;
                            tailY1<=tailY1;
                            end
                            else
                            begin
                            headX1<=headX1-5;
                            headY1<=headY1;
                            tailX1<=tailX1-5;
                            tailY1<=tailY1;
                            end
			                end
			       end
			2'b01: begin  
					if(headX1 == tailX1)
					begin
						if(headY1<tailY1)
						begin
							headX1 <= headX1 + 40;		
							headY1 <= headY1;
							tailX1 <= tailX1;
							tailY1 <= tailY1 - 40;
							orientation <= 0;
						end
						else
						begin
							headX1 <= headX1 + 40;		
							headY1 <= headY1 - 10;
							tailX1 <= tailX1;
							tailY1 <= tailY1 + 30;
							orientation <= 0;
						end
			                end
			             else if(headY1 == tailY1)
                         begin
                         if(headX1 > tailX1)
                         begin
                         headX1<=headX1+5;
                         headY1<=headY1;
                         tailX1<=tailX1+5;
                         tailY1<=tailY1;
                         end
                         else
                         begin
                         headX1<=headX1-5;
                         headY1<=headY1;
                         tailX1<=tailX1-5;
                         tailY1<=tailY1;
                         end
                         end
				end	
		endcase
		end
		else
		begin
		  if(headY1 == tailY1)
          begin
          if(headX1 > tailX1)
          begin
          headX1<=headX1+5;
          headY1<=headY1;
          tailX1<=tailX1+5;
          tailY1<=tailY1;
          end
          else
          begin
          headX1<=headX1-5;
          headY1<=headY1;
          tailX1<=tailX1-5;
          tailY1<=tailY1;
          end
          end
          if(headX1 == tailX1)
          begin
          if(headY1 > tailY1)
          begin
          headX1<=headX1;
          headY1<=headY1+5;
          tailX1<=tailX1;
          tailY1<=tailY1+5;
          end
          else
          begin
          headX1<=headX1;
          headY1<=headY1-5;
          tailX1<=tailX1;
          tailY1<=tailY1-5;
          end
          end
		end 
	end
	else
	begin
	headX1<=headX1;
    headY1<=headY1;
    tailX1<=tailX1;
    tailY1<=tailY1;
	end
end
assign pixel_out =  start & ~esc; 
assign headX = headX1;
assign headY = headY1;
assign tailX = tailX1;
assign tailY = tailY1;
assign X = headX1+10;
assign Y = headY1+10;
assign orientation1 = orientation;
endmodule
```
`flow/run.sh`:
```
#!/bin/bash
# OpenROAD 26Q1-2900-gdf79404cd8, Yosys 0.63+post, stock flow scripts
make -C /OpenROAD-flow-scripts/flow DESIGN_CONFIG=/design/flow/config.mk WORK_HOME=/design/flow/orfs finish
```
`flow/config.mk`:
```
export PLATFORM = sky130hd
export DESIGN_NAME = Game_Engine
export DESIGN_NICKNAME = Game_Engine
export VERILOG_FILES = /design/flow/design.v
export SDC_FILE = /design/flow/constraint.sdc
export NUM_CORES = 4
export LEC_CHECK = 1
export CORE_UTILIZATION = 30
```
`flow/constraint.sdc`:
```
current_design Game_Engine

set clk_period 11.9
set clk_io_pct 0.2

create_clock -name clk0 -period $clk_period [get_ports {sec_counter}]

set non_clock_inputs [all_inputs -no_clocks]
set_input_delay [expr $clk_period * $clk_io_pct] -clock clk0 $non_clock_inputs
set_output_delay [expr $clk_period * $clk_io_pct] -clock clk0 [all_outputs]
```
==> results.md <==
| Result | This run | Unit |
|:---|:---|:---|
| Horizontal die dimension | 144 | um |
| Die area | 20900 | um2 |
| Kind of start point of the critical path | input pin | - |
| Path type of the worst setup path | in -> out | - |
| Clock transition time at the flip-flop clock pins of the worst setup and hold paths | 0.06 | ns |
| Number of antenna diodes | 0 | - |
| Final Skew | 0.00778 | ns |
| Fin crit share | 0.490 | - |
| GRT Util Overall | 0.189 | - |
| Static power due to leakage | 2.69 | nW |
| Top-area cell share | 0.202 | - |
| Placed cell count | 1093 | - |
| Top cells by area | sky130_fd_sc_hd__edfxtp_1, sky130_fd_sc_hd__ha_1, sky130_fd_sc_hd__xnor2_1 | - |
| Worst slew margin | 0.435 | - |
| Standard cell area after detailed placement | 7010 | um2 |
| Total via count in the routed design | 6037 | - |
| Clock latency of the later-clocked register in the worst-skew pair | 0.29 | ns |
| Synth unique cells | 64 | - |
| Synthesis warning total | 1 | - |
| Worst reg-to-reg path cell count | 15 | - |
| Arrival time worst endpoint | 3.45 | ns |
| Row count | 51 | - |
| Ys flops | 41 | - |
| Maximum level of the CTS H-tree | 2 | - |
| Pre-CTS setup slack | 6.06 | ns |
| Tmin final | 5.83 | ns |
| Biggest area consumer among synthesized cells | sky130_fd_sc_hd__edfxtp_1 | - |
| DRT iter0 DRCs | 508 | - |
| IR drop worst, VDD | 0.0562 | mV |
| Area of all placed cells without fillers | 7150 | um2 |
| Net switching power of the design | 109 | uW |
| Post-CTS sizing | 0 | - |
| Via-per-instance ratio | 5.48 | - |
| Maxcap violations | 0 | - |
| Maximum number of pins on one net before global-route repair | 49 | - |
| Slew at the pin closest to its max-slew limit | 0.847 | ns |
| Hold path endpoint | tailX1[9] | - |
| Area growth, synth to finish | 17.5 | % |
| Number of input and output port buffers inserted | 68 | - |
| Total cell area reported by yosys after synthesis | 6090 | um2 |
| CTS tree | built | - |
| Number of pins with negative max-slew slack in the final report | 0 | - |
| Pre-antenna DRT Iters | 5 | - |
| Logic area | 4510 | um2 |
| Half-perimeter wire length of the detailed placement result | 13.4 | mm |
| Tally of filler cells in the layout | 2080 | - |
| Ys async rst share | 0 | - |
| Maximum operating frequency | 172 | MHz |
| Clk sink count | 41 | - |
| Number of buffers inserted by hold repair at cts | 0 | - |
| Worst Path Max Fanout | 2 | - |
| Yosys cell count | 791 | - |
| Number of buffers created by CTS | 5 | - |
| Global-route wire length before repair | 30.0 | mm |
| Hold path start | tailX1[9] | - |
| Ratio of cells with drive above 1 in the final layout | 0.0311 | - |
| Vias in the first global route | 5621 | - |
| Part of the power in combinational logic | 0.211 | - |
| Post-detailed-route wirelength per cell | 17.3 | um |
| Endpoints failing hold | 0 | - |
| Required time of the critical path | 9.52 | ns |
| Total gr overflow | 0 | - |
| Total of endpoints with negative setup slack in the final report | 0 | - |
| Register-to-register setup slack | 6.95 | ns |
| Hold-critical path depth | 2 | - |
| Routability congestion estimate | 0.910 | - |
| Post-Route WL | 19.0 | mm |
| Number of routed nets with antenna violations | 0 | - |
| Type of element capturing the critical path | output port | - |
| Proportion of synthesized chip area in sequential cells | 0.202 | - |
| Vertical die size | 144 | um |
| Tightest Hold Check Type | reg -> reg | - |
| Final Worst Setup Slack | 6.07 | ns |
| Unrepaired setup endpoints after global routing | no | - |
| Post-CTS setup buffer count | 0 | - |
| Fraction of power spent switching nets | 0.284 | - |
| Mean area per synthesized cell | 7.70 | um2 |
| Post-synthesis cell count | 791 | - |
| DRC violations left | 0 | - |
| Total negative slack for setup checks | 0 | ns |
| Reg-to-Reg End | tailX1[8] | - |
| Flop area | 1230 | um2 |
| Floorplan-stage core utilization | 0.310 | - |
| Number of antenna violations at the first check in global routing | 0 | - |
| Sequential cell fraction of total power | 0.434 | - |
| Count of warning messages emitted by the tools | 38 | - |
| Result of the run | finished clean | - |
| Number of enable flip-flop cells | 41 | - |
| Portion of total power attributed to the clock network | 0.355 | - |
| Area of the placeable core | 19700 | um2 |
| Worst-case clock buffer depth | 2 | - |
| Number of top-level pins | 69 | - |
| Cell chosen for the clock root | sky130_fd_sc_hd__clkbuf_16 | - |
| Dominant synthesized flop cell | sky130_fd_sc_hd__edfxtp_1 | - |
| Source of the worst register-to-register timing path | headX1[7] | - |
| Post-synth design cell area | 6090 | um2 |
| Pwr dens | 53.5 | nW/um2 |
| Post-route worst hold slack | 0.761 | ns |
| Internal cell power | 274 | uW |
| Filler-free cell count of the finished design | 1101 | - |
-- sequential cells by signal, summed over array words and instances (netlist names) --
name and cells:
headX1 10, headY1 10, orientation 1, tailX1 10, tailY1 10
-- power groups by stage --
stage                 Combinational [mW]  Sequential (mW)  Clock, mW
after CTS                         0.0806            0.166      0.139
after global routing              0.0906            0.167      0.143
final                             0.0809            0.166      0.136
-- layout make-up --
type	instances	share of cell area
multi-input cells	662	0.631
flip-flops and latches	41	0.172
repair buffers	79	0.106
well taps	265	0.0464
inverters	46	0.0241
clock buffers	6	0.0180
clock inverters	2	0.00210
-- layer usage --
layer / global-route usage / routed length [um]
met1: 0.279 / 9010
met2: 0.298 / 8540
met3: 0.0314 / 1200
met4: 0.0310 / 274
met5: 0 / 0
-- Yosys cell counts, drive strengths merged, types with 3 or more instances --
master   instances
a211oi           3
a21o            10
a21oi           76
a22oi            5
a31oi            6
a32o             5
a32oi            3
and3             3
and4             3
buf              9
clkbuf          33
clkinv           3
edfxtp          41
fa               4
ha              73
inv             43
mux2i           11
nand2           73
nand2b           4
nand3           39
nand4            9
nor2            55
nor2b           10
nor3            26
nor4             7
o2111ai          5
o211ai           8
o21a             5
o21ai           67
o21bai           3
o221ai           6
o22ai           18
o311ai           5
o31a             3
o31ai            5
or3             10
xnor2           61
xor2            13
-- critical path: stages --
cell,delay (ns)
sky130_fd_sc_hd__clkdlybuf4s50_1,0.47
sky130_fd_sc_hd__nor2b_1,0.14
sky130_fd_sc_hd__clkdlybuf4s50_1,0.47
-- worst max path at each step --
| stage | startpoint | to | slack, ns |
|---|---|---|---|
| after CTS | start | pixel_out | 6.06 |
| after global routing | start | pixel_out | 6.02 |
| final | start | pixel_out | 6.07 |
-- metrics by stage --
step | power (mW) | util
after floorplan | 0.224 | -
after global placement | 0.249 | 0.357
after detailed placement | 0.249 | 0.357
after CTS | 0.386 | 0.364
after global routing | 0.400 | 0.364
final | 0.383 | 0.364
-- kinds of logic after synthesis --
group	synth area share
xor+xnor	0.106
mux	0.0199
flops	0.202
simple gates	0.195
compound gates	0.257
buf+inv	0.0563
fa+ha+maj	0.163
-- cells in the final DEF, fill, tap and decap left out, types with 10 or more instances in the layout --
cell type and instances:
sky130_fd_sc_hd__xnor2_1 61, sky130_fd_sc_hd__inv_1 42, sky130_fd_sc_hd__nor3_1 26, sky130_fd_sc_hd__xor2_1 13, sky130_fd_sc_hd__ha_1 73, sky130_fd_sc_hd__nor2_1 54, sky130_fd_sc_hd__a21oi_1 76, sky130_fd_sc_hd__nand2_1 73
sky130_fd_sc_hd__mux2i_1 11, sky130_fd_sc_hd__a21o_1 10, sky130_fd_sc_hd__clkdlybuf4s50_1 67, sky130_fd_sc_hd__o21ai_0 64, sky130_fd_sc_hd__or3_1 10, sky130_fd_sc_hd__buf_4 11, sky130_fd_sc_hd__nor2b_1 10, sky130_fd_sc_hd__o22ai_1 18
sky130_fd_sc_hd__edfxtp_1 41, sky130_fd_sc_hd__nand3_1 39
Power and IR drop assume default switching activity.
